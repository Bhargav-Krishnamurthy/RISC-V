--- ./config.mk ---
export PLATFORM = sky130hd
export DESIGN_NAME = decode
export DESIGN_NICKNAME = decode
export VERILOG_FILES = /design/flow/design.v
export SDC_FILE = /design/flow/constraint.sdc
export NUM_CORES = 4
export LEC_CHECK = 1
export CORE_AREA = 10 10 70 70
export DIE_AREA = 0 0 80 80
--- ./run.sh ---
#!/bin/bash
# OpenROAD 26Q1-2900-gdf79404cd8, Yosys 0.63+post, stock flow scripts
make -C /OpenROAD-flow-scripts/flow DESIGN_CONFIG=/design/flow/config.mk WORK_HOME=/design/flow/orfs finish
--- ./constraint.sdc ---
current_design decode

set clk_period 1.8
set clk_io_pct 0.2

create_clock -name clk0 -period $clk_period

set non_clock_inputs [all_inputs -no_clocks]
set_input_delay [expr $clk_period * $clk_io_pct] -clock clk0 $non_clock_inputs
set_output_delay [expr $clk_period * $clk_io_pct] -clock clk0 [all_outputs]
--- ./design.v ---
module decode (
    input  wire [31:0] instr,
    output wire [6:0]  opcode,
    output wire [4:0]  rd,
    output wire [4:0]  rs1,
    output wire [4:0]  rs2,
    output wire [2:0]  funct3,
    output wire [6:0]  funct7,
    output reg [31:0] immediate
);
    assign opcode = instr[6:0];
    assign rd = instr[11:7];
    assign rs1 = instr[19:15];
    assign rs2 = instr[24:20];
    assign funct3 = instr[14:12];
    assign funct7 = instr[31:25];
    always @(*) begin
        if (opcode == 7'b0010011) begin
            if(funct3 == 3'b000) begin
                 immediate = {{20{instr[31]}}, instr[31:20]};
            end
            else begin
                immediate = 32'b0;
            end
        end
        else begin
            immediate = 32'b0;
        end
    end
endmodule
==> job_summary.md <==
## PnR job results

| Metric | Value |
|---|---|
| Run status | finished with violations |
| Failing checks | negative setup slack |
| Net Sw Frac | 0.294 |
| Die area | 6400 µm² |
| Pin count of the biggest net entering global routing | 12 |
| Setup WS pre-CTS | -0.821 ns |
| TritonRoute pass-1 iters | 3 |
| Pint | 0.0999 mW |
| RSZ-0062 raised after global routing | yes |
| Die width | 80 µm |
| Fin crit share | 1.10 |
| Post-route ant nets | 0 |
| Most used cell along the critical path | buf_6 |
| Max incr delay on CP | 0.56 ns |
| Peak supply drop | 0.0000446 V |
| Worst rel slew slack | 0.875 |
| Cells after Synth | 82 |
| OpenROAD warnings | 35 |
| Compound Share, Synth | 0 |
| Tmin final | 1.98 ns |
| Simple share | 0.323 |
| Cell Type Count | 10 |
| Synth logic family | buffers and inverters |
| Endpoint, Worst Hold | rd[0] |
| FP Rows | 21 |
| Final setup vio count | 32 |
| Power share of the clock group | 0 |
| Post-DP HPWL | 2090 µm |
| Peak Freq | 505 MHz |
| Fp_density | 0.183 |
| Layout area overhead | 83.4% |
| Synth Cell Area | 624 µm² |
| Grt ovf | 0 |
| Crit path max fanout | 5 |
| Core Footprint | 3420 µm² |
| Max-cap violation count | 0 |
| YS chip area | 624 µm² |
| IO Pins | 96 |
| Initial antenna violation count | 0 |
| DR vias | 602 |
| Gp weighted congestion | 0.738 |
| Residual DRC | 0 |
| Sequential Power Share | 0 |
| Critical Path AT | 1.62 ns |
| Critical path cell sequence | buf_6, or4_4, nor3_4, buf_6, buf_16, buf_6 |
| XOR Share, Synth | 0 |
| Number of inserted diodes | 0 |
| Seq/Total Area, Yosys | 0 |
| CP endpoint kind | output pin |
| Reg area | 0 µm² |
| PwrDens | 124 nW/µm² |
| Registers | 0 |
| Routed WL | 2500 µm |
| Layout cell share with drive strength beyond 1 | 0.580 |
| Final Hold Fails | 0 |
| Clkbuf count | 0 |
| Hold depth | 0 |
| Hold_sp | instr[7] |
| Tightest Hold Check Type | input pin to output pin |
| Worst Path Required | 1.44 ns |
| Number of global-route vias before repair | 606 |
| Final Max Tran Viols | 0 |
| Height of the die | 80 µm |
| Avg Cell Area, Syn | 7.61 µm² |
| Crit path max-delay cell type | or4_4 |
| Startpoint types | input pin |
| Total GRT Usage | 0.0693 |
| Drt wl/cell | 15.2 µm |
| # hold bufs at CTS | 0 |
| Setup CP Type | input pin to output pin |
| Layout Cells excl Fill | 165 |
| Post-detailed-route via-to-cell ratio | 3.65 |
| Worst-margin pin slew | 0.187 ns |
| Final worst slack | -0.179 ns |
| Adder share | 0 |
| Min Hold Slack | 0.720 ns |
| First-pass GRT wire length | 3660 µm |
| Multiplexer share | 0 |
| Cell total in the yosys stat output | 82 |
| Yosys Warn Count | 1 |
| Net Switching | 0.0416 mW |
| Overall Power | 0.141 mW |
| Drt initial violations | 13 |
| Fillcell total | 349 |
| Pleak | 0.542 nW |
| Placed Cells incl. Taps | 157 |
| Comb pwr share | 1.000 |
| IO buf count | 76 |
[how the worst max path moves through the flow]
| stage | from | to | slack, ns | cells past startpoint |
|---|---|---|---|---|
| 5_1_grt | instr[12] | immediate[28] | -0.23 | 6 |
| 4_1_cts | instr[14] | immediate[15] | -0.25 | 7 |
| 6_report | instr[12] | immediate[18] | -0.18 | 6 |
[logic make-up (layout without fill, tap and decap cells)]
group,after synthesis,count (layout)
and+or+nand+nor,26,26
buffers and inverters,56,93
[synth_stat cells]
| master | instances | area share |
|---|---|---|
| nor3_2 | 9 | 0.14 |
| clkbuf_8 | 1 | 0.022 |
| clkbuf_1 | 2 | 0.012 |
| buf_4 | 52 | 0.63 |
| or4b_4 | 1 | 0.022 |
| or4_4 | 1 | 0.018 |
| nor3_1 | 2 | 0.016 |
| nand3_1 | 12 | 0.096 |
| nor3_4 | 1 | 0.026 |
| buf_6 | 1 | 0.018 |
[worst max-delay path: cells and delay by family]
kind | cells | cell delay (ns)
buf+inv | 4 | 0.45
simple gates | 2 | 0.80
[area by class of cell]
cell class | instances | area (µm²) | area share
Multi-Input combinational cell | 26 | 219 | 0.191
Tap cell | 46 | 57.6 | 0.0503
Timing Repair Buffer | 93 | 868 | 0.758
[power groups by stage]
stage	clock, mW	combinational, mW	sequential, mW
CTS	0	0.141	0
global route	0	0.153	0
finish	0	0.141	0
[metrics by stage]
| step | setup TNS [ns] | util | instance area, µm² |
|---|---|---|---|
| 6_report | -3.46 | 0.335 | 1140 |
| 5_1_grt | -5.18 | 0.335 | 1140 |
| 3_3_place_gp | -25.14 | 0.329 | 1120 |
| 3_5_place_dp | -25.77 | 0.329 | 1120 |
| 2_1_floorplan | -3.07 | - | 636 |
| 4_1_cts | -4.69 | 0.332 | 1130 |
[layout by cell type, fill, tap and decap left out, types with 3 or more instances in the layout]
cell and count:
dlygate4sd2_1 3, nand3_1 12, nor3_4 3, nor3_2 8, buf_16 3, clkdlybuf4s50_1 33
buf_6 18, buf_4 8, buf_2 25
[timing repair]
action,in CTS,in global routing
setup endpoints to repair,35,32
buffers inserted,6,1
gates resized,145,6
pin swaps,13,2
cloned,3,0
[metal layers]
| metal | global-route usage | wire length (µm) |
|---|---|---|
| met5 | 0 | 0 |
| met4 | 0.00176 | 4 |
| met3 | 0.0261 | 338 |
| met2 | 0.120 | 1280 |
| met1 | 0.0831 | 883 |
Power figures rest on the tool's default switching activity, not on a simulated workload.
