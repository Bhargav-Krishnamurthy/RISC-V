===== design/flow/design.v =====
module RegisterFile (
    input  wire rst, 
    input  wire clk,
    input  wire enable,           
    input  wire  [4:0] rs1_addr,     
    output wire [31:0] rd1_data,     
    input  wire  [4:0] rs2_addr,     
    output wire [31:0] rd2_data,      
    input  wire  [4:0] rd_addr,      
    input  wire [31:0] wd,           
);
    reg [31:0] registers [0:31]; 
    assign rd1_data = (rs1_addr == 5'd0) ? 32'b0 : registers[rs1_addr];
    assign rd2_data = (rs2_addr == 5'd0) ? 32'b0 : registers[rs2_addr];
    always @(posedge clk) begin
        if (rst) begin
            for (int i = 1; i < 32; i = i + 1) begin
                registers[i] <= 32'b0;
            end
        end 
        else if (enable && (rd_addr != 5'b00000)) begin 
            registers[rd_addr] <= wd;
        end
    end
endmodule

===== design/flow/run.sh =====
#!/bin/bash
# OpenROAD 26Q1-2900-gdf79404cd8, Yosys 0.63+post, stock flow scripts
make -C /OpenROAD-flow-scripts/flow DESIGN_CONFIG=/design/flow/config.mk WORK_HOME=/design/flow/orfs finish

===== design/flow/constraint.sdc =====
current_design RegisterFile

set clk_period 18.6
set clk_io_pct 0.2

create_clock -name clk0 -period $clk_period [get_ports {clk}]

set non_clock_inputs [all_inputs -no_clocks]
set_input_delay [expr $clk_period * $clk_io_pct] -clock clk0 $non_clock_inputs
set_output_delay [expr $clk_period * $clk_io_pct] -clock clk0 [all_outputs]

===== design/flow/config.mk =====
export PLATFORM = sky130hd
export DESIGN_NAME = RegisterFile
export DESIGN_NICKNAME = RegisterFile
export VERILOG_FILES = /design/flow/design.v
export SDC_FILE = /design/flow/constraint.sdc
export NUM_CORES = 4
export LEC_CHECK = 1
export CORE_UTILIZATION = 40

==> flow_summary.html <==
<h3>Flow metrics</h3>
<table>
<tr><th>Metric</th><th>Value</th></tr>
<tr><th colspan="2">Layout</th></tr>
<tr><td>Post-route standard cell area excluding fillers</td><td>between 60000 and 70000 um^2</td></tr>
<tr><td>Number of flip-flops under the largest register name</td><td>~1000</td></tr>
<tr><td>Proportion of layout cells with a drive suffix above 1</td><td>0.2506</td></tr>
<tr><td>Largest reg by FF count</td><td>registers</td></tr>
<tr><td>Top Registers</td><td>registers (1024)</td></tr>
<tr><td>Area Growth Syn to Fin</td><td>12.67%</td></tr>
<tr><th colspan="2">Worst setup path</th></tr>
<tr><td>Kind of start point of the critical path</td><td>input port</td></tr>
<tr><td>CP Launch Point</td><td>rs1_addr[1]</td></tr>
<tr><td>Number of cells on the critical path</td><td>9</td></tr>
<tr><td>Arrival time worst endpoint</td><td>about 8 ns</td></tr>
<tr><td>Worst Path Buf+Inv</td><td>5</td></tr>
<tr><td>CP Class</td><td>in2out</td></tr>
<tr><td>Critical path endpoint category</td><td>output port</td></tr>
<tr><td>Cell family with the largest share of critical-path delay</td><td>buffers and inverters</td></tr>
<tr><td>Cell at the slowest stage of the critical path</td><td>sky130_fd_sc_hd__buf_4</td></tr>
<tr><td>Worst setup endpoint</td><td>rd1_data[28]</td></tr>
<tr><td>Crit path cell chain</td><td>buf_8 &gt; buf_4 &gt; buf_4 &gt; buf_4 &gt; mux4_2 &gt; mux4_2 &gt; o22ai_1 &gt; nor3_1 &gt; clkdlybuf4s50_1</td></tr>
<tr><td>Slowest cell delay on critical path</td><td>between 0.6 and 0.7 ns</td></tr>
<tr><td>Required time of the worst setup path</td><td>14.88 ns</td></tr>
<tr><td>Cell repeated most along the worst path</td><td>sky130_fd_sc_hd__buf_4</td></tr>
<tr><td>Maximum fanout count along the critical path</td><td>just under 60</td></tr>
<tr><th colspan="2">Timing</th></tr>
<tr><td>Final worst path period share</td><td>0.6302</td></tr>
<tr><td>Slew of the pin with the lowest slew margin</td><td>slightly above 1 ns</td></tr>
<tr><td>Unrepaired setup endpoints after global routing</td><td>no</td></tr>
<tr><td>Final setup slack of the worst path</td><td>between 6 and 7 ns</td></tr>
<tr><td>Fmax achieved</td><td>roughly 85 MHz</td></tr>
<tr><td>Final tally of max-slew violations</td><td>0</td></tr>
<tr><td>Endpoints failing hold</td><td>0</td></tr>
<tr><td>Final-report setup violation count</td><td>0</td></tr>
<tr><td>Max_slew headroom</td><td>0.3127</td></tr>
<tr><td>TNS Setup</td><td>0 ns</td></tr>
<tr><td>Fin crit period</td><td>11.72 ns</td></tr>
<tr><th colspan="2">Floorplanning</th></tr>
<tr><td>Initial core utilization</td><td>0.4048</td></tr>
<tr><td>Count of standard-cell rows</td><td>approximately 130</td></tr>
<tr><td>Horizontal extent of the die</td><td>between 300 and 400 um</td></tr>
<tr><td>Die y size</td><td>around 370 um</td></tr>
<tr><td>Core Footprint</td><td>~130000 um^2</td></tr>
<tr><td>Area enclosed by the die boundary</td><td>~140000 um^2</td></tr>
<tr><td>IO Pins</td><td>114</td></tr>
<tr><th colspan="2">Clock network</th></tr>
<tr><td>Number of H-tree levels</td><td>3</td></tr>
<tr><td>Post CTS Setup Buffer Count</td><td>0</td></tr>
<tr><td>Number of buffers created by CTS</td><td>between 100 and 150</td></tr>
<tr><td>Clk Tree Root Cell</td><td>sky130_fd_sc_hd__clkbuf_16</td></tr>
<tr><td>CTS tree</td><td>built</td></tr>
<tr><td>Maximum count of clock buffers along a single path</td><td>3</td></tr>
<tr><td>Worst-path clk slew</td><td>about 0.06 ns</td></tr>
<tr><td>Number of buffers inserted for hold repair after clock tree synthesis</td><td>0</td></tr>
<tr><td>Total clock sinks</td><td>1024</td></tr>
<tr><td>Number of gates resized after cts</td><td>0</td></tr>
<tr><th colspan="2">Route</th></tr>
<tr><td>Number of routed nets with antenna violations</td><td>0</td></tr>
<tr><td>Final wirelength</td><td>178.2 mm</td></tr>
<tr><td>Routed len/inst</td><td>approximately 33 um</td></tr>
<tr><td>Detail-routed via count per cell</td><td>about 6.0</td></tr>
<tr><td>Total via count after detailed routing</td><td>roughly 33000</td></tr>
<tr><td>Iteration tally of the first detailed-router pass</td><td>5</td></tr>
<tr><td>Starting DRC count in detailed routing</td><td>2082</td></tr>
<tr><td>Number of remaining DRC errors</td><td>0</td></tr>
<tr><th colspan="2">Logic synthesis</th></tr>
<tr><td>Gate Count Post-Synth</td><td>3500</td></tr>
<tr><td>Number of cells in Yosys stat</td><td>around 3500</td></tr>
<tr><td>Total number of yosys warnings</td><td>1</td></tr>
<tr><td>Post-synth design cell area</td><td>54230 um^2</td></tr>
<tr><td>Top FF cell, synth</td><td>sky130_fd_sc_hd__edfxtp_1</td></tr>
<tr><td>Asr flop ratio synth</td><td>0</td></tr>
<tr><td>Yosys stat chip area</td><td>54230 um^2</td></tr>
<tr><td>Part of the Yosys area used for sequential elements</td><td>0.5671</td></tr>
<tr><td>Unique masters post-synth</td><td>approximately 43</td></tr>
<tr><td>Synthesized area per cell</td><td>around 15 um^2</td></tr>
<tr><td>Post-synth EDFFs</td><td>between 1000 and 1500</td></tr>
<tr><td>Post-synthesis register bit count</td><td>1024</td></tr>
<tr><th colspan="2">Placement</th></tr>
<tr><td>Port bufs</td><td>~110</td></tr>
<tr><td>Final HPWL from detailed placement</td><td>roughly 110 mm</td></tr>
<tr><td>Pre-CTS worst setup slack</td><td>6.747 ns</td></tr>
<tr><td>Instance area at placement</td><td>about 57000 um^2</td></tr>
<tr><td>Placer's final routability congestion estimate</td><td>just over 0.9</td></tr>
<tr><th colspan="2">Power</th></tr>
<tr><td>Power Density</td><td>a little over 90 nW/um^2</td></tr>
<tr><td>Relative contribution of the clock network to total power</td><td>0.404</td></tr>
<tr><td>Static power due to leakage</td><td>~21 nW</td></tr>
<tr><td>Sequential Power Share</td><td>0.478</td></tr>
<tr><td>Final Power</td><td>between 0.005 and 0.006 W</td></tr>
<tr><td>P_int</td><td>~0.0044 W</td></tr>
<tr><td>Worst-case vdd ir drop</td><td>0.00006551 V</td></tr>
<tr><td>P_sw</td><td>0.001362 W</td></tr>
<tr><td>Switching Fraction</td><td>0.2385</td></tr>
<tr><td>Combinational Power Share</td><td>0.118</td></tr>
<tr><th colspan="2">GRT</th></tr>
<tr><td>Global-route wire length before repair</td><td>about 250 mm</td></tr>
<tr><td>Initial antenna violation count</td><td>5</td></tr>
<tr><td>Number of global-route vias before repair</td><td>~35000</td></tr>
<tr><td>Total global-route track usage</td><td>0.2865</td></tr>
<tr><td>Overall overflow remaining after global route</td><td>0</td></tr>
<tr><td>Pin count of the biggest net entering global routing</td><td>approximately 97</td></tr>
<tr><th colspan="2">Flow run</th></tr>
<tr><td>Max-capacitance violation count</td><td>0</td></tr>
<tr><td>Tool warnings</td><td>26</td></tr>
<tr><th colspan="2">Outcome</th></tr>
<tr><td>Run status</td><td>completed</td></tr>
<tr><th colspan="2">Min path</th></tr>
<tr><td>Path class of the lowest-slack min-delay path</td><td>in2reg</td></tr>
</table>
-- worst min-delay path by stage --
stage | to | depth (start not counted) | startpoint | slack [ns]
global route | registers[0][8] | 2 | wd[8] | 3.84
CTS | registers[0][10] | 2 | wd[10] | 3.81
finish | registers[0][8] | 2 | wd[8] | 3.85
-- power by group through the flow --
stage	registers [W]	logic, W	clock network [W]
6_report	0.00273	0.000676	0.00231
4_1_cts	0.00273	0.000675	0.00233
5_1_grt	0.00275	0.000710	0.00241
-- placed cells by master, fill, tap and decap left out, types with 3 or more instances in the layout --
master / synthesis / routed
sky130_fd_sc_hd__mux2i_1: 150 / 150
sky130_fd_sc_hd__clkbuf_16: 0 / 110
sky130_fd_sc_hd__nand2b_1: 6 / 6
sky130_fd_sc_hd__nor2_4: 0 / 17
sky130_fd_sc_hd__o22ai_1: 103 / 103
sky130_fd_sc_hd__nor3_1: 54 / 54
sky130_fd_sc_hd__nor2b_1: 14 / 12
sky130_fd_sc_hd__a2111oi_1: 41 / 41
sky130_fd_sc_hd__nor4_1: 6 / 5
sky130_fd_sc_hd__a21oi_1: 12 / 12
sky130_fd_sc_hd__mux2_2: 30 / 30
sky130_fd_sc_hd__a32o_1: 4 / 4
sky130_fd_sc_hd__edfxtp_1: 1024 / 1024
sky130_fd_sc_hd__clkbuf_1: 264 / 21
sky130_fd_sc_hd__o21ai_1: 4 / 4
sky130_fd_sc_hd__a211oi_1: 7 / 7
sky130_fd_sc_hd__and3_1: 3 / 3
sky130_fd_sc_hd__a2111oi_0: 14 / 14
sky130_fd_sc_hd__or2_2: 31 / 32
sky130_fd_sc_hd__a22oi_1: 16 / 16
sky130_fd_sc_hd__nand3b_1: 5 / 5
sky130_fd_sc_hd__and2_1: 995 / 994
sky130_fd_sc_hd__nand2_1: 8 / 8
sky130_fd_sc_hd__nor2_1: 36 / 4
sky130_fd_sc_hd__nand3_1: 5 / 5
sky130_fd_sc_hd__clkinv_2: 0 / 18
sky130_fd_sc_hd__mux4_2: 472 / 472
sky130_fd_sc_hd__nor2_2: 0 / 15
sky130_fd_sc_hd__or3b_2: 4 / 4
sky130_fd_sc_hd__a221oi_1: 4 / 4
sky130_fd_sc_hd__buf_4: 37 / 164
sky130_fd_sc_hd__clkinvlp_4: 0 / 7
sky130_fd_sc_hd__clkinv_1: 0 / 19
sky130_fd_sc_hd__a22o_1: 51 / 51
sky130_fd_sc_hd__conb_1: 1 / 32
sky130_fd_sc_hd__bufinv_16: 0 / 22
sky130_fd_sc_hd__clkdlybuf4s50_1: 0 / 105
sky130_fd_sc_hd__buf_8: 0 / 3
-- routing by layer --
metal  vias to the layer above  GRT usage  wire length, um
met5                         -    0.03636              617
met4                        16    0.08654             7045
met3                       403     0.2014            29810
met2                      2401     0.4069            80610
met1                     16170     0.3586            60170
li1                      13640          -                -
-- stage by stage --
step / cells / hold WS, ns / utilization
after global placement: 5193 / 4.577 / 0.4282
final: 5393 / 3.849 / 0.4561
after floorplan: 3531 / 3.819 / -
after CTS: 5391 / 3.814 / 0.4561
after global routing: 5392 / 3.843 / 0.4561
after detailed placement: 5193 / 4.576 / 0.4282
-- cells by family (layout without fill, tap and decap cells) --
group | Yosys count | count (layout) | synth area share
mux | 652 | 652 | 0.2300
buf+inv | 386 | 478 | 0.03309
flops | 1024 | 1024 | 0.5671
compound gates | 259 | 259 | 0.03653
other cells | 1 | 34 | 0.00006916
simple gates | 1178 | 1178 | 0.1333
-- synth_stat cells (all sizes together), types with 6 or more instances --
library cell / instances / area (um^2)
a2111oi: 55 / 533.0
a211oi: 7 / 52.55
a21oi: 12 / 60.06
a22o: 51 / 446.7
a22oi: 16 / 120.1
and2: 995 / 6225
buf: 120 / 795.8
clkbuf: 264 / 991.0
edfxtp: 1024 / 30750
mux2: 30 / 337.8
mux2i: 150 / 1501
mux4: 472 / 10630
nand2: 8 / 30.03
nand2b: 6 / 37.54
nor2: 36 / 135.1
nor2b: 14 / 87.58
nor3: 54 / 270.3
nor4: 6 / 37.54
o22ai: 103 / 644.4
or2: 33 / 206.5
-- layout make-up --
type	instances	area [um^2]
Antenna cell	2	5.005
Clock buffer	131	2831
Clock inverter	67	895.9
Fill cell	11350	72860
Inverter	2	7.507
Multi-Input combinational cell	2121	22000
Sequential cell	1024	30750
Tap cell	1768	2212
Timing Repair Buffer	278	2400
Power and IR drop assume default switching activity.
