## design/flow/run.sh

```bash
#!/bin/bash
# OpenROAD 26Q1-2900-gdf79404cd8, Yosys 0.63+post, stock flow scripts
make -C /OpenROAD-flow-scripts/flow DESIGN_CONFIG=/design/flow/config.mk WORK_HOME=/design/flow/orfs finish
```

## design/flow/config.mk

```make
export PLATFORM = sky130hd
export DESIGN_NAME = alu
export DESIGN_NICKNAME = alu
export VERILOG_FILES = /design/flow/design.v
export SDC_FILE = /design/flow/constraint.sdc
export NUM_CORES = 4
export LEC_CHECK = 1
export CORE_AREA = 10 10 94 94
export DIE_AREA = 0 0 104 104
```

## design/flow/constraint.sdc

```tcl
current_design alu

set clk_period 14.5
set clk_io_pct 0.2

create_clock -name clk0 -period $clk_period

set non_clock_inputs [all_inputs -no_clocks]
set_input_delay [expr $clk_period * $clk_io_pct] -clock clk0 $non_clock_inputs
set_output_delay [expr $clk_period * $clk_io_pct] -clock clk0 [all_outputs]
```

## design/flow/design.v

```verilog
module alu (
    input wire [31:0] a,
    input wire [31:0] b,
    output wire [31:0] alu_result
);
    assign alu_result = a + b;
endmodule
```

==> flow_summary.json <==
{
  "final_core_utilization": 0.407,
  "worst_slew_margin_rel": 0.648,
  "floorplanUtilization": 0.255,
  "grt_first_pass_wirelength_mm": 9.89,
  "grtUsageTotal": 0.103,
  "num_io_pins": 96,
  "worst_hold_path.endpoint": "alu_result[0]",
  "hp-class": "in2out",
  "postRouteAntennaNets": 0,
  "crit_path_end_kind": "output port",
  "drt-wirelength-per-cell_um": 13.9,
  "postRouteWirelength_mm": 5.85,
  "detailroute.via_count": 2120,
  "setup.worst_path.class": "in2out",
  "globalplace.congestion": 0.811,
  "postSynthAreaPerCell_um2": 7.24,
  "numSequentialCells": 0,
  "cts_resized": 0,
  "worstPathArrival_ns": 5.84,
  "result_of_the_run": "completed",
  "layout_min_cycle_time_ns": 8.74,
  "p_per_area_nw_per_um2": 47.9,
  "grt_overflow_total": 0,
  "flow.area_growth_from_synthesis_pct": 59.5,
  "synth_area_um2": 1740,
  "timing_hold_violations_final": 0,
  "die-width_um": 104,
  "yosysCellCount": 241,
  "rows": 30,
  "setup_tns_ns": 0,
  "number_of_unique_standard_cell_types_used_by_synthesis": 50,
  "setup_viol": 0,
  "yosys.area.top_type_share": 0.222,
  "total_leakage_power_nw": 1.18,
  "ys_top_cells_by_area": "ha_1 22%, a21oi_1 8.3%, a21o_1 8.2%",
  "cts.repair_timing.setup_buffer_count": 0,
  "first_iter_violations": 82,
  "cts_stage_hold_buffer_count": 0,
  "num-clock-buffers": 0,
  "drc_errors": 0,
  "floorplan.die.height_um": 104,
  "drtPass1Iterations": 4,
  "cap_violations": 0,
  "timing.fmax_mhz": 114,
  "timing.critical_path.fanout_max": 4,
  "element_type_at_the_critical_path_start": "input pin",
  "openroad.warnings": 32,
  "yosys_warnings": 0,
  "rsz0062_at_grt": "no",
  "synth_chip_area_um2": 1740,
  "synth_top_cell_by_count": "ha_1",
  "yosys-top-cells-count": "31 x ha_1, 29 x a21oi_1, 19 x a21o_1",
  "required_ns": 11.60,
  "synthesis.instances": 241,
  "design.die.area_um2": 10800,
  "antenna_found_initial": 0,
  "final_layout_size_suffix_gt1_frac": 0.0307,
  "place.detailed.hpwl_mm": 5.12,
  "num_antenna_cells": 0,
  "core_area_um2": 6830,
  "slew_viol_final": 0,
  "seq_area_um2": 0,
  "timing.final.crit_share": 0.603,
  "largest_vdd_supply_drop_mv": 0.0204,
  "worst_hold_path.num_cells": 3,
  "placement.io_buffers": 96,
  "grt_max_degree": 11,
  "worstMarginPinSlew_ns": 0.515,
  "drt-vias-per-instance": 5.02,
  "yosysTopAreaCell": "ha_1",
  "postSynthSeqShare": 0,
  "hold_path.startpoint": "b[0]",
  "first_global_vias": 2104,
  "fin_hold_ws_ns": 6.83
}
-- cells by family after synthesis --
| family | count (synthesis) | synth area share |
|---|---|---|
| AND-OR/OR-AND | 97 | 0.393 |
| XOR/XNOR | 28 | 0.141 |
| adder cells (fa/ha/maj) | 32 | 0.234 |
| buffers and inverters | 17 | 0.0380 |
| multiplexers | 2 | 0.0115 |
| AND/OR/NAND/NOR | 65 | 0.183 |
-- per-stage QoR --
stage / instances / setup WS, ns / power, W / cell area (um^2)
5_1_grt: 422 / 5.58 / 0.000148 / 2780
4_1_cts: 422 / 5.74 / 0.000135 / 2780
3_3_place_gp: 422 / 5.78 / 0.000135 / 2780
3_5_place_dp: 422 / 5.75 / 0.000134 / 2780
2_1_floorplan: 241 / 6.87 / 0.0000641 / 1740
6_report: 422 / 5.76 / 0.000133 / 2780
-- cell type report --
class / instances / area [um^2]
Tap cell: 96 / 120
Inverter: 6 / 22.5
Fill cell: 712 / 4050
Multi-Input combinational cell: 224 / 1680
Timing Repair Buffer: 96 / 961
-- per-layer routing --
metal | track usage | routed length, um
met1 | 0.145 | 2910
met2 | 0.170 | 2620
met3 | 0.0188 | 316
met4 | 0 | 0
met5 | 0 | 0
-- power by group --
part | switching (W) | total [W] | leakage, nW | internal [W]
Sequential | 0 | 0 | 0 | 0
Combinational | 0.0000531 | 0.000133 | 1.18 | 0.0000803
Clock | 0 | 0 | 0 | 0
Total | 0.0000531 | 0.000133 | 1.18 | 0.0000803
-- worst max-delay path by stage --
stage,end,from,cells past startpoint
CTS,alu_result[26],a[0],11
global route,alu_result[18],a[0],11
finish,alu_result[26],a[0],11
-- placed cells by master (no fill, tap or decap), types with 10 or more instances in the layout --
master           count
clkdlybuf4s50_1     96
xor2_1              15
xnor2_1             13
ha_1                31
a21oi_1             29
nand3_1             10
nand2_1             18
nor2_1              12
a21o_1              19
o21ai_0             13
-- worst max-delay path, stage by stage --
cell and delay [ns]:
clkdlybuf4s50_1 0.40, ha_1 0.24, fa_1 0.40, a21o_1 0.22, a31o_2 0.27, nand3_1 0.09, o221ai_1 0.23, a311oi_1 0.34
o21bai_1 0.10, xor2_1 0.13, clkdlybuf4s50_1 0.51
Power figures rest on the tool's default switching activity, not on a simulated workload.
